## ./run.sh

```bash
#!/bin/bash
# OpenROAD 26Q1-2900-gdf79404cd8, Yosys 0.63+post, stock flow scripts
make -C /OpenROAD-flow-scripts/flow DESIGN_CONFIG=/design/flow/config.mk WORK_HOME=/design/flow/orfs finish
```

## ./config.mk

```make
export PLATFORM = sky130hd
export DESIGN_NAME = top_riego_plantas
export DESIGN_NICKNAME = top_riego_plantas
export VERILOG_FILES = /design/flow/design.v
export SDC_FILE = /design/flow/constraint.sdc
export NUM_CORES = 4
export LEC_CHECK = 1
export CORE_UTILIZATION = 50
```

## ./constraint.sdc

```tcl
current_design top_riego_plantas

set clk_period 7.7
set clk_io_pct 0.2

create_clock -name clk0 -period $clk_period [get_ports {clk}]

set non_clock_inputs [all_inputs -no_clocks]
set_input_delay [expr $clk_period * $clk_io_pct] -clock clk0 $non_clock_inputs
set_output_delay [expr $clk_period * $clk_io_pct] -clock clk0 [all_outputs]
```

## ./design.v

```verilog
module motor_driver (
    input  wire       clk,         
    input  wire       reset_n,     
    input  wire       enable,      
    input  wire [7:0] speed,       
    output reg        in1,         
    output reg        in2,         
    output reg        pwm_out      
);
    localparam integer PWM_PERIOD = 25000; 
    reg [15:0] pwm_counter;
    reg [15:0] duty_threshold;
    always @(*) begin
        duty_threshold = (speed * 100); 
    end
    always @(posedge clk or negedge reset_n) begin
        if (!reset_n) begin
            pwm_counter <= 0;
            pwm_out     <= 0;
        end else begin
            if (pwm_counter < PWM_PERIOD) begin
                pwm_counter <= pwm_counter + 1;
            end else begin
                pwm_counter <= 0;
            end
            if (pwm_counter < duty_threshold) 
                pwm_out <= 1'b1;
            else 
                pwm_out <= 1'b0;
        end
    end
    always @(posedge clk or negedge reset_n) begin
        if (!reset_n) begin
            in1 <= 0;
            in2 <= 0;
        end else begin
            if (enable) begin
                in1 <= 1'b1;  
                in2 <= 1'b0;
            end else begin
                in1 <= 1'b0;  
                in2 <= 1'b0;
            end
        end
    end
endmodule
module top_riego_plantas (
    input  wire       clk,         
    input  wire       rst_n,       
    input  wire       start_btn,   
    output wire       motor_in1,
    output wire       motor_in2,
    output wire       motor_ena,
    output wire [3:0] leds         
);
    reg btn_prev;
    wire btn_pressed_pulse;
    always @(posedge clk) begin
        btn_prev <= start_btn;
    end
    assign btn_pressed_pulse = (btn_prev == 1'b1 && start_btn == 1'b0);
    localparam S_IDLE = 1'b0;
    localparam S_RUN  = 1'b1;
    reg state;
    reg [7:0] current_speed;
    localparam RAMP_DELAY = 1000000; 
    reg [31:0] timer_cnt;
    always @(posedge clk or negedge rst_n) begin
        if (!rst_n) begin
            state <= S_IDLE;
            current_speed <= 0;
            timer_cnt <= 0;
        end else begin
            case (state)
                S_IDLE: begin
                    current_speed <= 0;
                    timer_cnt <= 0;
                    if (btn_pressed_pulse) begin
                        state <= S_RUN;
                    end
                end
                S_RUN: begin
                    if (timer_cnt < RAMP_DELAY) begin
                        timer_cnt <= timer_cnt + 1;
                    end else begin
                        timer_cnt <= 0;
                        if (current_speed < 255) begin
                            current_speed <= current_speed + 1;
                        end else begin
                            state <= S_IDLE;
                        end
                    end
                end
            endcase
        end
    end
    motor_driver u_pump (
        .clk       (clk),
        .reset_n   (rst_n),
        .enable    (state == S_RUN),  
        .speed     (current_speed),
        .in1       (motor_in1),
        .in2       (motor_in2),
        .pwm_out   (motor_ena)
    );
    assign leds[0] = motor_ena;        
    assign leds[1] = (state == S_RUN); 
    assign leds[2] = !rst_n;           
    assign leds[3] = ~start_btn;       
endmodule
```

==> metrics.log <==
[report] implementation figures
INFO  metric final_layout_top_logic_cells = 59 x sky130_fd_sc_hd__dfrtp_1, 43 x sky130_fd_sc_hd__nor2_1, 42 x sky130_fd_sc_hd__ha_1
INFO  metric drtAntennaViolNets = 0
INFO  metric worstSkewPairLatency = between 0.3 and 0.4 ns
INFO  metric clock_skew = between 0.005 and 0.006 ns
INFO  metric drt-vias-per-instance = slightly above 5
INFO  metric global_route.peak_usage_layer = met1
INFO  metric delay_contributed_by_the_slowest_stage_of_the_critical_path = approximately 0.45 ns
INFO  metric grt_util_met2 = 0.2749
INFO  metric cts.sink_count = around 60
INFO  metric synth.avg_cell_area = about 10 sq um
INFO  metric synth-edff-count = 0
INFO  metric ioPinCount = 10
INFO  metric powerDensity = roughly 280 nW/um^2
INFO  metric final_weighted_congestion_in_routability_driven_placement = just over 0.8
INFO  metric switching_share = 0.3804
INFO  metric num_vias = about 2300
INFO  metric cts_setup_buffers = 0
INFO  metric crit_arrival = about 2.5 ns
INFO  metric fill_cells = between 500 and 600
INFO  metric maxCapViolCount = 0
INFO  metric p_clk_frac = 0.231
INFO  metric fraction_of_layout_cells_with_a_size_suffix_above_1 = 0.07239
INFO  metric cp.required = 6.16 ns
INFO  metric tightest_slew = between 0.9 and 1 ns
INFO  metric cellInternalPower = between 600 and 700 uW
INFO  metric timing.reg2reg.setup_slack = approximately 4.1 ns
INFO  metric largest_net_degree_at_the_start_of_global_routing = roughly 60
INFO  metric fin_worst_hold_slack = approximately 0.45 ns
INFO  metric cts_root_buf = sky130_fd_sc_hd__clkbuf_8
INFO  metric cpMaxStageDelayCell = sky130_fd_sc_hd__clkdlybuf4s50_1
INFO  metric groute.layer.met1.usage = 0.3113
INFO  metric ys_warn_count = 2
INFO  metric hold_path.class = register to register
INFO  metric postLayoutCellArea = ~3900 sq um
INFO  metric fp-row-count = 30
INFO  metric setup_repair_after_global_routing_missed_its_margin = false
INFO  metric critical_path.cell_chain = clkdlybuf4s50_1 > inv_1 > clkdlybuf4s50_1
INFO  metric critPathMostFrequentCell = sky130_fd_sc_hd__clkdlybuf4s50_1
INFO  metric dr.pass1.iters = 4
INFO  metric numCtsBuffers = 9
INFO  metric met3_usage = 0.02637
INFO  metric power = between 1000 and 1500 uW
INFO  metric setup_violations = 0
INFO  metric synth.yosys.num_cells = 343
INFO  metric die-height = approximately 86 microns
INFO  metric die_width = roughly 86 microns
INFO  metric status = completed
INFO  metric yosysSeqAreaShare = 0.4291
INFO  metric grt_antenna_before_repair = 0
INFO  metric worst-setup-path-type = input pin to primary output
INFO  metric first_global_vias = about 2300
INFO  metric detailed_router_s_first_iteration_violation_count = around 110
INFO  metric areaGrowthSynthToFinish = 10.44%
INFO  metric worst_setup_path_start_kind = input pin
INFO  metric post-route-period-util = 0.5232
INFO  metric place_hpwl = ~4200 microns
INFO  metric p_leak = 0.001831 uW
INFO  metric clock_tree.htree_level_count = 3
INFO  metric port_buffers = 8
INFO  metric cts.path.max_buffers = 2
INFO  metric post_synthesis_sequential_element_count = about 60
INFO  metric final.setup.tns = 0 ns
INFO  metric groute.usage.overall = 0.1851
INFO  metric power.share.combinational = 0.437
INFO  metric worst_setup_hold_path_clk_slew = 0.07 ns
INFO  metric grt_first_pass_wirelength = between 10000 and 15000 microns
INFO  metric tritoncts = yes
INFO  metric routed_wirelength_normalized_by_instance_count = roughly 13 microns
INFO  metric yosysChipArea = 3487 sq um
INFO  metric finalCriticalPeriod = slightly above 4 ns
INFO  metric seq_power_share = 0.332
INFO  metric placed_cell_area = approximately 3700 sq um
INFO  metric maxSlewHeadroom = 0.3966
INFO  metric drc_violations = 0
INFO  metric ir_worst_vdd = ~0.00012 V
INFO  metric synth.distinct_cells = 44
INFO  metric crit_fanout = 2
INFO  metric slew_violations = 0
INFO  metric holdBufCountCts = 0
INFO  metric fp_util = 0.5161
INFO  metric hold_viol = 0
INFO  metric final_layout_top_logic_cell = sky130_fd_sc_hd__dfrtp_1
INFO  metric grt_overflow_total = 0
INFO  metric fp.coreArea = between 6000 and 7000 sq um
INFO  metric post_cts.resized_instances = 0
INFO  metric syn_inst = 343
INFO  metric synth-async-reset-ratio = 0.9833
INFO  metric cp-end-kind = primary output
INFO  metric chipArea = between 7000 and 8000 sq um
INFO  metric max_freq = 248.2 MHz
INFO  metric totalWireLength = between 5000 and 6000 microns
INFO  metric power.net_switching = about 410 uW
INFO  metric total_number_of_warnings_across_the_stage_logs = 26
INFO  metric postSynth.topFlopCell = sky130_fd_sc_hd__dfrtp_1
INFO  metric synthesis.area = about 3500 sq um
INFO  metric antenna_cells = 0
-- synth_stat cells (4+ instances only) --
cell	instances	area (sq um)
sky130_fd_sc_hd__nor4_1	5	31.28
sky130_fd_sc_hd__nor2_1	43	161.4
sky130_fd_sc_hd__nand4_1	6	37.54
sky130_fd_sc_hd__nand3_1	12	60.06
sky130_fd_sc_hd__inv_1	24	90.09
sky130_fd_sc_hd__and3_1	6	37.54
sky130_fd_sc_hd__a21oi_1	6	30.03
sky130_fd_sc_hd__a211oi_1	5	37.54
sky130_fd_sc_hd__ha_1	42	525.5
sky130_fd_sc_hd__nor3_1	4	20.02
sky130_fd_sc_hd__xnor2_1	22	192.7
sky130_fd_sc_hd__dfrtp_1	59	1476
sky130_fd_sc_hd__a21boi_0	4	30.03
sky130_fd_sc_hd__and4_1	5	43.79
sky130_fd_sc_hd__nand2_1	17	63.81
sky130_fd_sc_hd__a21o_1	6	45.04
sky130_fd_sc_hd__or3_1	6	37.54
sky130_fd_sc_hd__xor2_1	17	148.9
sky130_fd_sc_hd__o21ai_0	12	60.06
-- sequential cells by signal, indices dropped and copies added, names as in the netlist --
name	flops
current_speed	8
state	1
u_pump.in1	1
timer_cnt	32
u_pump.pwm_out	1
u_pump.pwm_counter	16
btn_prev	1
-- per-layer routing --
| layer | up-vias | part of all wire |
|---|---|---|
| li1 | 1224 | - |
| met1 | 1095 | 0.53 |
| met2 | 15 | 0.43 |
| met3 | 10 | 0.019 |
| met4 | 0 | 0.019 |
| met5 | - | 0 |
-- path summary, 6_finish.rpt --
check,start,end,cells after the start
max,start_btn,leds[3],3
min,btn_prev,state,2
max reg2reg,current_speed[0],u_pump.pwm_out,14
min reg2reg,btn_prev,state,2
max in group asynchronous,rst_n,current_speed[1],2
min in group asynchronous,rst_n,timer_cnt[13],2
-- power groups by stage --
stage | clock (uW) | combinational, uW | sequential (uW)
after CTS | 261 | 484 | 361
after global routing | 270 | 572 | 365
final | 252 | 475 | 361
-- layout make-up --
type / instances / area (sq um) / area share
clock inverters: 6 / 40.04 / 0.01040
flip-flops and latches: 60 / 1496 / 0.3886
clock buffers: 10 / 137.6 / 0.03574
repair buffers: 9 / 82.58 / 0.02144
inverters: 24 / 90.09 / 0.02339
well taps: 80 / 100.1 / 0.02599
multi-input cells: 264 / 1904 / 0.4945
-- cell families after synthesis --
kind of cell | count (synthesis) | synth area share
and+or+nand+nor | 121 | 0.1791
DFF | 60 | 0.4291
adders and majority gates | 45 | 0.1679
AOI/OAI and AO/OA | 43 | 0.08038
xor gates and xnor gates | 39 | 0.09795
buffers and inverters | 32 | 0.03875
muxes | 2 | 0.005741
other | 1 | 0.001075
-- critical path, delay by kind of cell --
kind,cells,cell delay [ns]
buffers and inverters,3,0.95
-- stage by stage --
| stage | setup slack, ns | util | cells |
|---|---|---|---|
| after global placement | 3.688 | 0.5437 | 437 |
| after CTS | 3.669 | 0.5700 | 453 |
| after detailed placement | 3.676 | 0.5437 | 437 |
| final | 3.672 | 0.5700 | 453 |
| after floorplan | 4.313 | - | 356 |
| after global routing | 3.603 | 0.5700 | 453 |
Power is estimated from default activity; no workload was simulated.
