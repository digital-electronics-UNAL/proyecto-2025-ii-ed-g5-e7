**flow/run.sh**
```bash
#!/bin/bash
# OpenROAD 26Q1-2900-gdf79404cd8, Yosys 0.63+post, stock flow scripts
make -C /OpenROAD-flow-scripts/flow DESIGN_CONFIG=/design/flow/config.mk WORK_HOME=/design/flow/orfs finish
```
**flow/config.mk**
```make
export PLATFORM = sky130hd
export DESIGN_NAME = uart_tx_debug
export DESIGN_NICKNAME = uart_tx_debug
export VERILOG_FILES = /design/flow/design.v
export SDC_FILE = /design/flow/constraint.sdc
export NUM_CORES = 4
export LEC_CHECK = 1
export CORE_AREA = 10 10 99 99
export DIE_AREA = 0 0 109 109
```
**flow/constraint.sdc**
```tcl
current_design uart_tx_debug

set clk_period 2.2
set clk_io_pct 0.2

create_clock -name clk0 -period $clk_period [get_ports {clk}]

set non_clock_inputs [all_inputs -no_clocks]
set_input_delay [expr $clk_period * $clk_io_pct] -clock clk0 $non_clock_inputs
set_output_delay [expr $clk_period * $clk_io_pct] -clock clk0 [all_outputs]
```
**flow/design.v**
```verilog
module uart_tx_debug #(
    parameter CLKS_PER_BIT = 5208
)(
    input wire       clk,
    input wire       rst_n,
    input wire       tx_start,
    input wire [7:0] tx_data,
    output reg       tx_serial,
    output reg       busy,
    output reg       o_baud_tick  
);
    localparam IDLE  = 2'b00;
    localparam START = 2'b01;
    localparam DATA  = 2'b10;
    localparam STOP  = 2'b11;
    reg [1:0]  state;
    reg [12:0] clk_count;
    reg [2:0]  bit_index;
    reg [7:0]  data_temp;
    always @(posedge clk or negedge rst_n) begin
        if (!rst_n) begin
            state       <= IDLE;
            tx_serial   <= 1'b1;
            busy        <= 1'b0;
            clk_count   <= 0;
            bit_index   <= 0;
            data_temp   <= 0;
            o_baud_tick <= 1'b0;  
        end else begin
            o_baud_tick <= 1'b0; 
            case (state)
                IDLE: begin
                    tx_serial <= 1'b1;
                    busy      <= 1'b0;
                    clk_count <= 0;
                    bit_index <= 0;
                    if (tx_start == 1'b1) begin
                        data_temp <= tx_data;
                        busy      <= 1'b1;
                        state     <= START;
                    end
                end
                START: begin
                    tx_serial <= 1'b0;
                    if (clk_count < CLKS_PER_BIT - 1) begin
                        clk_count <= clk_count + 1;
                    end else begin
                        clk_count   <= 0;
                        o_baud_tick <= 1'b1;  
                        state       <= DATA;
                    end
                end
                DATA: begin
                    tx_serial <= data_temp[bit_index];
                    if (clk_count < CLKS_PER_BIT - 1) begin
                        clk_count <= clk_count + 1;
                    end else begin
                        clk_count   <= 0;
                        o_baud_tick <= 1'b1;  
                        if (bit_index < 7) begin
                            bit_index <= bit_index + 1;
                        end else begin
                            bit_index <= 0;
                            state     <= STOP;
                        end
                    end
                end
                STOP: begin
                    tx_serial <= 1'b1;
                    if (clk_count < CLKS_PER_BIT - 1) begin
                        clk_count <= clk_count + 1;
                    end else begin
                        clk_count   <= 0;
                        o_baud_tick <= 1'b1;  
                        busy        <= 1'b0;
                        state       <= IDLE;
                    end
                end
                default: state <= IDLE;
            endcase
        end
    end
endmodule
```
==> results.toml <==
# physical design summary
[grt]
grt_max_degree = 32
antenna_found_initial = 0
grt_overflow = 0
grt_usage_pct = 4.85
grt_pass1_wl_um = 4810
grt_pass1_vias = 1005

[place]
pre_cts_ws_ns = 0.480
dpl_cell_area_um2 = 1670
port_buffers = 13
placedCellCount = 239
gp_routability_congestion = 0.780
dp_hpwl_um = 1890

[clock_tree]
cts.hold.buffers_added = 0
ctsHtreeMaxLevel = 2
cts_buffer_depth = 2
cts_root_buf = "clkbuf_8"
numClockSinks = 31
insertion_delay_ns = 0.28
post_cts_buffers = 0
cts.clk_slew.worst_paths_ns = 0.07
cts_buffers = 5
cts_tree = "built"
cts_resized = 0

[power_and_ir_drop]
ir_drop_mv = 0.181
swShare_pct = 19.2
p_leak_nw = 0.765
comb_power_share_pct = 5.0
intPower_w = 0.000997
seqPwrFrac_pct = 48.6
pwr-share-clk_pct = 46.4
p_sw_w = 0.000238
powerDensity_nw_per_um2 = 692

[logic_synthesis]
top_area_cell = "dfrtp_1"
async_flop_share_pct = 100
ys_warn_count = 1
syn-cell-area_um2 = 1430
synthCells = 127
yosysTopAreaCellShare_pct = 50.7
ys_cells = 127
synth-seq-cells = 31
top_cells_by_area = "dfrtp_1 51%, mux2_2 7.1%, nor2_1 4.7%, dfstp_2 3.7%, xor2_1 3.7%"
common_cells = "29 x dfrtp_1, 18 x nor2_1, 13 x nand2_1"
yosys_area_um2 = 1430
avgSynthCellArea_um2 = 11.3
top_cell = "dfrtp_1"
edf_count = 0
ys_seq_share_pct = 54.4
flop_cell = "dfrtp_1"
ys_types = 32

[final_timing]
hold_slack_ns = 0.496
max_freq_ghz = 0.592
finalClockPeriodUsage_pct = 76.8
clock_skew_ns = 0.00658
worst_slew_pin_slew_ns = 0.512
slew_viol_final = 0
fin_ws_ns = 0.511
rsz0062_at_grt = "no"
min_period_ns = 1.69
hold_violations = 0
tns_ns = 0
slew_headroom_pct = 65.6
setup_violations = 0

[die]
die_area_um2 = 11900
core_um2 = 7730
rows = 32
die_h_um = 109
ioPinCount = 14
die_w_um = 109
initial_core_util_pct = 18.5

[worst_setup_path]
worst_setup_path_end_kind = "output pin"
slowest_stage = "dfstp_2"
path_buffers = 1
crit_path_cell_trace = "clkdlybuf4s50_1"
critPathKind = "reg -> out"
crit_family = "flip-flops"
critPathMaxStageDelay_ns = 0.52
path_max_fanout = 1
cp.required_ns = 1.76
startpoint_type = "flip-flop"
arrival_ns = 1.25

[detailed_routing]
vias_per_cell = 3.91
first_pass_iters = 4
num_vias = 967
routed_wl_um = 2690
initialDrtViolationCount = 52
ant_nets = 0
routedWlPerCell_um = 10.9
drc_errors = 0
n_antenna_cell = 0

[finish]
drive_above_1_share_pct = 17.9
stdcell_area_um2 = 1780
nFillCells = 800
area_growth_pct = 24.6
instances_no_fill = 247

[flow_run]
warnings = 25
drv_cap = 0

[status]
status = "finished clean"

[worst_hold_path]
min_path_type = "reg -> reg"
metrics by stage:
stage	utilization, %	total power [W]
CTS	23.1	0.00125
global route	23.1	0.00129
floorplan	-	0.000631
finish	23.1	0.00123
detailed placement	21.6	0.000675
global placement	21.6	0.000673
power by group through the flow:
stage	clock network [W]	registers, W	logic (W)
CTS	0.000587	0.000601	0.0000641
global route	0.000620	0.000603	0.0000698
finish	0.000572	0.000600	0.0000617
worst paths after layout:
check | startpoint | to | slack, ns | cells past startpoint
max | tx_serial$_DFF_PN1_ | tx_serial | 0.51 | 1
min | clk_count[0]$_DFF_PN0_ | clk_count[0]$_DFF_PN0_ | 0.50 | 1
max reg2reg | bit_index[0]$_DFFE_PN0P_ | tx_serial$_DFF_PN1_ | 0.61 | 4
min reg2reg | clk_count[0]$_DFF_PN0_ | clk_count[0]$_DFF_PN0_ | 0.50 | 1
max in group asynchronous | rst_n | state[0]$_DFF_PN1_ | 1.32 | 2
min in group asynchronous | rst_n | clk_count[10]$_DFF_PN0_ | 0.55 | 2
state kept, by name (all words and copies together), names as in the netlist:
name / flops
state: 4
clk_count: 13
busy: 1
data_temp: 8
o_baud_tick: 1
bit_index: 3
tx_serial: 1
placed cells by master (no fill, tap or decap):
cell type and n:
o22ai_1 1, a22o_1 1, nor3_1 1, o21ai_0 1, clkdlybuf4s50_1 13, nor3b_1 1
nand2b_4 1, dfstp_2 2, o31a_1 1, buf_4 1, o211ai_1 1, a21o_1 1
o31a_2 1, o21ai_2 1, bufinv_16 1, and3_1 3, mux2_2 9, ha_1 2
inv_1 3, o31ai_1 1, dfrtp_1 29, mux4_2 2, clkinv_2 1, xor2_1 6
nand3_1 9, nand4_1 2, a31oi_1 2, a21oi_1 3, a31o_2 1, clkbuf_8 6
xnor2_1 5, nand2_1 13, nor2_1 18, nand4b_1 2
per-layer routing:
layer	up-vias	global-route usage, %	wire length, µm
met2	15	7.50	1210
met3	6	1.43	131
met4	0	1.32	83
li1	474	-	-
met1	472	6.51	1270
met5	-	0	0
logic make-up (layout without fill, tap and decap cells):
kind of cell               count (synthesis)  in the layout  share of synthesized area [%]
muxes                                     11             11                           10.2
DFF                                       31             31                           54.4
buffers and inverters                      7             25                           2.97
AOI/OAI and AO/OA                         15             15                           7.43
and+or+nand+nor                           50             50                           16.5
xor gates and xnor gates                  11             11                           6.73
adders and majority gates                  2              2                           1.75
area by class of cell:
class                   count  area, µm²  share of cell area, %
clock buffers               6       82.6                   4.63
clock inverters             2       35.0                   1.96
inverters                   3       11.3                  0.632
multi-input cells          89        611                   34.2
flip-flops and latches     31        778                   43.6
well taps                 102        128                   7.16
repair buffers             14        138                   7.72
No activity file was given, so power comes from the tool's default toggle rates.
