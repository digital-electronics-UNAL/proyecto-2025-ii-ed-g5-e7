### config.mk
export PLATFORM = sky130hd
export DESIGN_NAME = i2c_master
export DESIGN_NICKNAME = i2c_master
export VERILOG_FILES = /design/flow/design.v
export SDC_FILE = /design/flow/constraint.sdc
export NUM_CORES = 4
export LEC_CHECK = 1
export CORE_UTILIZATION = 30
### constraint.sdc
current_design i2c_master

set clk_period 2.3
set clk_io_pct 0.2

create_clock -name clk0 -period $clk_period [get_ports {clk}]

set non_clock_inputs [all_inputs -no_clocks]
set_input_delay [expr $clk_period * $clk_io_pct] -clock clk0 $non_clock_inputs
set_output_delay [expr $clk_period * $clk_io_pct] -clock clk0 [all_outputs]
### design.v
module i2c_master (
    input  clk,
    input  rst,
    input  start_cmd,
    input [6:0] slave_addr,
    input rw_bit,
    input sda_in,
    input [7:0] data_in,
    input last_byte,  
    output reg scl,
    output reg sda_out,
    output reg sda_oe,
    output reg busy, 
    output reg done,
    output reg error,
    output reg [7:0] data_out
); 
    parameter SYS_CLK_FREQ = 50_000_000;
    parameter I2C_FREQ = 100_000;
    localparam DIVIDER = SYS_CLK_FREQ / (2 * I2C_FREQ);
    reg [15:0] clk_count;
    always @(posedge clk or posedge rst) begin
        if (rst) begin
            clk_count <= 0;
            scl <= 1'b1;
        end else if (busy_reg) begin
            if (clk_count == DIVIDER - 1) begin
                clk_count <= 0;
                scl <= ~scl;
            end else begin
                clk_count <= clk_count + 1;
            end
        end
    end
    localparam IDLE         = 4'd0;  
    localparam START        = 4'd1;    
    localparam SEND_ADDR    = 4'd2;    
    localparam WAIT_ACK     = 4'd3;    
    localparam SEND_DATA    = 4'd4;    
    localparam RECEIVE_DATA = 4'd5;    
    localparam SEND_ACK     = 4'd6;    
    localparam STOP         = 4'd7;    
    reg [2:0] bit_count;   
    reg [7:0] addr_rw;     
    reg [3:0] state;
    reg [3:0] next_state;
    reg busy_reg;
    reg done_reg;
    reg error_reg;
    reg [7:0] data_tx;  
    always @(*) begin
        next_state = state;
        sda_out = 1'b1;
        sda_oe = 1'b0;
        busy = busy_reg;
        done = done_reg;
        error = error_reg;
        case (state)
            IDLE: begin
                sda_out = 1'b1;
                sda_oe = 1'b0;
                if (start_cmd) begin
                    next_state = START;
                end
            end
            START: begin
                sda_oe = 1'b1;
                if (scl == 1'b1) begin
                    sda_out = 1'b0;
                    next_state = SEND_ADDR;
                end else begin
                    sda_out = 1'b1;
                end
            end
            SEND_ADDR: begin
                sda_oe = 1'b1;
                sda_out = addr_rw[7 - bit_count];
                if (bit_count == 7 && scl == 1'b1) begin
                    next_state = WAIT_ACK;
                end
            end
            WAIT_ACK: begin
                sda_oe = 1'b0;
                if (scl == 1'b1) begin
                    if (sda_in == 1'b0) begin   
                        if (rw_bit == 1'b0) begin   
                            if (last_byte) begin
                                next_state = STOP;   
                            end else begin
                                next_state = SEND_DATA;   
                            end
                        end else begin   
                            next_state = RECEIVE_DATA;
                        end
                    end else begin   
                        next_state = STOP;
                    end
                end
            end
            SEND_DATA: begin
                sda_oe = 1'b1;   
                sda_out = data_tx[7 - bit_count];   
                if (bit_count == 7 && scl == 1'b1) begin
                    next_state = WAIT_ACK;
                end
            end
            RECEIVE_DATA: begin
                sda_oe = 1'b0;   
                if (bit_count == 7 && scl == 1'b1) begin
                    next_state = SEND_ACK;
                end
            end
            SEND_ACK: begin
                sda_oe = 1'b1;
                if (last_byte) begin
                    sda_out = 1'b1;   
                    if (scl == 1'b1) begin
                        next_state = STOP;
                    end
                end else begin
                    sda_out = 1'b0;   
                    if (scl == 1'b1) begin
                        next_state = RECEIVE_DATA;   
                    end
                end
            end
            STOP: begin
                sda_oe = 1'b1;   
                if (scl == 1'b1) begin
                    sda_out = 1'b1;   
                    next_state = IDLE; 
                end else begin
                    sda_out = 1'b0;   
                end
            end
            default: begin
                next_state = IDLE;
            end
        endcase
    end
    always @(posedge clk or posedge rst) begin
        if (rst) begin
            state <= IDLE;
            bit_count <= 0;
            addr_rw <= 0;
            busy_reg <= 0;
            done_reg <= 0;
            error_reg <= 0;
        end else begin
            case (state)
                IDLE: begin
                    if (start_cmd) begin
                        busy_reg <= 1'b1;
                        done_reg <= 1'b0;
                        error_reg <= 1'b0;
                    end
                end
                START: begin
                    addr_rw <= {slave_addr, rw_bit};
                    bit_count <= 0;
                end
                SEND_ADDR: begin
                    if (scl == 1'b1) begin
                        if (bit_count == 7) begin
                            bit_count <= 0;
                        end else begin
                            bit_count <= bit_count + 1;
                        end
                    end
                end
                 WAIT_ACK: begin
                    if (scl == 1'b1) begin
                        if (sda_in == 1'b1) begin   
                            error_reg <= 1'b1;  
                        end else begin   
                            bit_count <= 0;   
                            if (rw_bit == 1'b0) begin   
                                data_tx <= data_in;   
                            end
                        end
                    end
                end
                 SEND_DATA: begin
                    if (scl == 1'b1) begin
                        if (bit_count == 7) begin
                            bit_count <= 0;
                        end else begin
                            bit_count <= bit_count + 1;
                        end
                    end
                end
                RECEIVE_DATA: begin
                    if (scl == 1'b1) begin   
                        data_tx <= {data_tx[6:0], sda_in};   
                        if (bit_count == 7) begin
                            bit_count <= 0;
                            data_out <= {data_tx[6:0], sda_in};   
                        end else begin
                            bit_count <= bit_count + 1;
                        end
                    end
                end
                STOP: begin
                    if (scl == 1'b1) begin   
                        busy_reg <= 1'b0;  
                        done_reg <= 1'b1;  
                    end
                end
                SEND_ACK: begin
                    if (scl == 1'b1 && !last_byte) begin
                        bit_count <= 0;   
                    end
                end
            endcase
            state <= next_state;
        end
    end
endmodule
### run.sh
#!/bin/bash
# OpenROAD 26Q1-2900-gdf79404cd8, Yosys 0.63+post, stock flow scripts
make -C /OpenROAD-flow-scripts/flow DESIGN_CONFIG=/design/flow/config.mk WORK_HOME=/design/flow/orfs finish
==> impl.org <==
* Flow results

** Clock network
- The registers of the reported paths see a clock transition of 110 ps.
- CTS tree :: done
- CTS Root Buffer Type :: sky130_fd_sc_hd__clkbuf_8
- Clock buffer count from CTS :: 5
- Sink Count :: 55
- H-tree depth :: 2
- Clock latency on the worst-skew pair :: 320 ps
- Maximum root-to-sink buffer count :: 2

** Place
- Post-DP Area :: 3080 um2
- Per the gpl log, the routability congestion estimate is 0.832.
- Total half-perimeter wirelength after legalization and detailed placement :: 3460 um
- During placement, the flow inserted port buffers numbering 34.
- Minimum setup slack after placement :: 18.4 ps

** Worst setup path
- Counting cells, the worst reg-to-reg path comes to 6.
- The worst setup path is of the flop to output port kind.
- The data required time reported for the critical path is 1840 ps.
- Arrival @ worst endpoint :: 1740 ps
- Reg2reg setup slack :: 370 ps
- The worst register-to-register path begins at clk_count[1].
- Crit path capture type :: output port
- STA classifies the critical path startpoint as a flop.
- Along the worst path, the maximum fanout reaches 5.
- The capture point of the worst register-to-register path is recorded as clk_count[1].

** Routing
- DR iter-0 viols :: 98
- After detailed routing, the number of vias per cell comes to 4.97.
- Dividing the detail-routed wire length by the instance count gives 13.6 um.
- Final ANT Viol Nets :: 0
- The pre-antenna-repair detailed-routing pass consisted of 4 iterations.
- Vias after detailed routing :: 1788
- The number of antenna diodes in the final layout is 0.
- After detailed routing, the number of remaining DRC violations is 0.
- Routed wire length :: 4880 um

** Min path
- The launch point of the worst min-delay path is recorded as data_tx[0].
- Counting instances, the worst hold path has a depth of 0.
- Endpoint of the worst hold-timing path :: data_out[1]
- The tightest min-delay check is of the flop to flop type.

** STA
- Final hold violation count :: 0
- Time the final worst path needs with I/O delays and setup :: 2200 ps
- Final Hold Slack :: 500 ps
- The final report lists the setup-violating endpoint count as 0.
- Max-slew check failures listed in the final report amount to 0.
- The worst-case max-slew headroom was logged as 66.6%.
- Post-route setup TNS :: 0 ps
- For the pin with the worst max-slew slack, the measured transition is 501 ps.
- Unrepaired setup endpoints after global routing :: no
- Peak Freq :: 0.455 GHz
- Final WS setup :: 102 ps
- The worst path uses 95.6% of the clock period.
- Largest clock skew in the final design :: 12.7 ps

** Power
- Of the total power, the share spent switching nets is 22.6%.
- In this run, the combinational gates consume 5.9% of the power.
- The internal power of the cells totals 1.30 mW.
- In this run, the clock network consumes 32.8% of the power.
- Worst vdd ir :: 0.000195 V
- Leak Pwr :: 1.27 nW
- Per the OpenROAD power report, switching power amounts to 377 uW.
- Power density over the cells :: 525 nW/um2
- The power report attributes to the sequential group a share of 61.2%.

** Logic synthesis
- After synthesis, the chip area reported by Yosys is 2560 um2.
- Yosys cell types :: 43
- The synthesis report lists the Yosys warning total as 1.
- Synth async-reset ratio :: 70.9%
- Yosys top cell area share :: 36.2%
- The average instance in the mapped netlist occupies 12.2 um2.
- After synthesis, the most frequently instantiated cells are 37 x sky130_fd_sc_hd__dfrtp_1, 20 x sky130_fd_sc_hd__mux2_2, 17 x sky130_fd_sc_hd__nand2_1.
- Main synth FF type :: sky130_fd_sc_hd__dfrtp_1
- Synthesis produced 209 cells.
- Largest cells by area :: sky130_fd_sc_hd__dfrtp_1 36%, sky130_fd_sc_hd__edfxtp_1 19%, sky130_fd_sc_hd__mux2_2 8.8%
- Cell type with the largest total area :: sky130_fd_sc_hd__dfrtp_1
- Yosys instantiated no cell more often than sky130_fd_sc_hd__dfrtp_1.
- Per Yosys stat, the portion of area used by sequential elements is 57.0%.
- In this run, synthesis produced a sequential element count of 55.
- The post-synth count of flops with an enable pin is 16.
- Post-Synthesis Cell Area :: 2560 um2
- In the Yosys report the total cell count is 209.

** Job
- In this run the tools logged warnings totalling 26.
- Count of max-cap constraint violations :: 0

** Finish
- The layout report lists the combined flip-flop and latch area as 1460 um2.
- Top reg by flops :: clk_count
- Proportion of layout cells with a drive suffix above 1 :: 20.4%
- Area growth syn-to-layout :: 24.7%
- The layout stage reports a final design area of 3190 um2.
- The layout has 781 filler cells.
- The register with the most flip-flops in the layout has 16 of them.
- Per the layout area report, the combinational gate area comes to 1050 um2.

** Global route
- Antenna violations before repair :: 0
- The first global-routing pass estimated 8180 um of wire.
- GR Overflow Total :: 0
- Total global-route track usage over all layers is 12.0%.
- Largest net degree at the start of global routing :: 40
- Via count of the first global-routing pass :: 1690

** Floorplanning
- Measured along the y axis, the die boundary spans 94.4 um.
- Floorplan-stage core utilization :: 31.1%
- The floorplan step defined a die boundary enclosing 8900 um2.
- Die X-Extent :: 94.4 um
- For this design the top-level I/O count stands at 35.
- For reference, the placement row count at floorplan is 33.
- Core outline area :: 8220 um2

** Outcome
- Status :: completed
==> worst max-delay path, cell delays in order (launching register included) <==
cell                              delay (ps)
sky130_fd_sc_hd__dfrtp_2                 450
sky130_fd_sc_hd__buf_4                   160
sky130_fd_sc_hd__buf_4                   130
sky130_fd_sc_hd__nor2_1                  120
sky130_fd_sc_hd__nand3b_1                140
sky130_fd_sc_hd__clkdlybuf4s50_1         420
==> what timing repair did <==
action,CTS,global route
endpoints found under the setup margin,1,1
hold buffers,0,0
pin swaps,0,1
setup buffers,1,0
resized,4,3
==> power by group through the flow <==
stage	sequential, mW	clock [mW]	combinational, mW
4_1_cts	1.03	0.571	0.102
6_report	1.02	0.549	0.0992
5_1_grt	1.03	0.609	0.109
==> area by class of cell <==
type | instances | share of cell area [%]
well taps | 105 | 4.12
flip-flops and latches | 55 | 45.8
clock buffers | 5 | 2.16
multi-input cells | 138 | 32.8
clock inverters | 3 | 0.784
repair buffers | 46 | 13.3
inverters | 8 | 0.941
==> kinds of logic (layout without fill, tap and decap cells) <==
group | count (synthesis) | after routing | share of synthesized area (%)
adders and majority gates | 4 | 4 | 1.96
DFF | 55 | 55 | 57.0
xor gates and xnor gates | 14 | 14 | 4.79
and+or+nand+nor | 66 | 66 | 14.7
muxes | 26 | 26 | 12.1
AOI/OAI and AO/OA | 28 | 28 | 7.04
buffers and inverters | 16 | 62 | 2.35
==> metal layers <==
metal	vias to the layer above	global-route usage (%)	wire length, um
met2	43	17.5	2140
li1	846	-	-
met4	0	1.54	87
met1	892	20.1	2460
met3	7	2.29	196
met5	-	0	0
==> metrics by stage <==
stage                     cells  power [mW]  util (%)
after CTS                   360        1.70      38.9
after floorplan             209        1.09         -
after global routing        360        1.75      38.8
final                       360        1.67      38.8
after global placement      351        1.15      37.5
after detailed placement    351        1.15      37.5
==> cell usage in the layout, fill, tap and decap left out, drive strengths merged, types with 8 or more instances in the layout <==
master,instances
edfxtp,16
o21ai,8
nor2,15
inv,8
clkdlybuf4s50,33
xnor2,8
mux2,20
buf,12
nand2,17
dfrtp,37
==> worst max path at each step <==
stage         cells past startpoint  slack [ps]     start       to
CTS                               5          40  state[1]  sda_out
global route                      5          30  state[1]   sda_oe
finish                            5         100  state[1]   sda_oe
Power is estimated from default activity; no workload was simulated.
